### ./design.v
module afifo_mem #(
    parameter  integer DW     = 12,
    parameter  integer DEPTH  = 16,
    parameter  integer AW     = $clog2(DEPTH)
)
(
    input                 wclk,
    input                 rclk,
    input                 wrst_n,
    input                 rrst_n,
    input                 wsrst,
    input                 rsrst,
    input                 ram_wen,
    input                 ram_ren,
    input    [AW-1:0]     ram_waddr,
    input    [AW-1:0]     ram_raddr,
    input    [DW-1:0]     ram_wdata,
    output logic                ram_rdata_valid,
    output logic  [DW-1:0]      ram_rdata,
    output        [DW-1:0]      ram_rdata_ahead
);
reg     [DEPTH-1:0][DW-1:0] mem;
always@( posedge wclk ) begin
    if( ram_wen) begin
        mem[ram_waddr] <= ram_wdata[DW-1:0];
	end
end
always@( posedge rclk or negedge rrst_n ) begin
	if( !rrst_n) begin
		ram_rdata[DW-1:0]  <= {DW{1'b0}};
		ram_rdata_valid    <= 1'b0;
	end else if( rsrst) begin
		ram_rdata[DW-1:0]  <= {DW{1'b0}};
		ram_rdata_valid    <= 1'b0;
	end else if(ram_ren) begin
		ram_rdata[DW-1:0]  <= mem[ram_raddr];
		ram_rdata_valid    <= 1'b1;
	end else begin  
		ram_rdata_valid    <= 1'b0;	
	end
end
assign ram_rdata_ahead[DW-1:0] = mem[ram_raddr];  
endmodule
module afifo_rctrl #(
    parameter  integer AW       = 4,
    parameter  integer ALEMPTY  = 12
)
(
    input                 rclk,
    input                 rrst_n,
    input                 rsrst,
    input                 rinc,
    input  [AW:0]         w2r_gptr,
    output                      ram_ren,
    output        [AW-1:0]      ram_raddr,   
    output logic  [AW:0]        rgptr,       
    output logic                arempty,     
    output logic                rempty,       
    output                      rerr
);
reg   [AW:0]       rbptr;     
wire               arempty_tmp;     
wire  [AW:0]       rbptr_next;     
wire               rempty_tmp;     
wire  [AW:0]       rgptr_next;     
reg   [AW:0]       w2r_bptr;    
assign   ram_ren              = (rinc & (~rempty));       
assign   rbptr_next[AW:0]     = rbptr[AW:0] + ram_ren;  
assign   rgptr_next[AW:0]     = {1'd0,rbptr_next[AW:1]}^rbptr_next[AW:0];  
assign   ram_raddr[AW-1:0]    = rbptr[AW-1:0];
always@( posedge rclk or negedge rrst_n ) begin
	if( !rrst_n) begin
		rbptr[AW:0] <= {(AW+1){1'b0}};
		rgptr[AW:0] <= {(AW+1){1'b0}};
	end else if( rsrst) begin
		rbptr[AW:0] <= {(AW+1){1'b0}};
		rgptr[AW:0] <= {(AW+1){1'b0}};
	end else begin
		rbptr[AW:0] <= rbptr_next[AW:0];
		rgptr[AW:0] <= rgptr_next[AW:0];
	end
end
assign  rempty_tmp  = (w2r_gptr[AW:0] == rgptr_next[AW:0]);
assign  arempty_tmp = ((w2r_bptr[AW:0] - rbptr[AW:0]) < ALEMPTY);
always@( posedge rclk or negedge rrst_n ) begin
	if( !rrst_n) begin
		rempty  <= 1'b1;
		arempty <= 1'b1;
	end else if( rsrst) begin
		rempty  <= 1'b1;
		arempty <= 1'b1;
	end else begin
		rempty  <= rempty_tmp;
		arempty <= arempty_tmp;
	end
end
generate for(genvar i=0;i<AW+1;i=i+1)  begin :GRAY2BIN_W2R
    always@(*)  begin
	    w2r_bptr[i] = ^w2r_gptr[AW:i];
	end
end
endgenerate
assign  rerr = rinc & rempty;  
endmodule
module afifo_sync #(
    parameter  integer DW     = 4,
    parameter  integer STAGE  = 3
)
(
    input                       clk,
    input                       rst_n,
    input                       srst,
    input   [DW-1:0]            din,
    output  [DW-1:0]            dout
);
localparam  integer DW_TOTAL = DW*STAGE;
reg   [DW_TOTAL-1:0]     data_dly;     
always @(posedge clk or negedge rst_n) begin
    if(!rst_n) begin
        data_dly[DW_TOTAL-1:0] <=  'd0;
    end else if(srst) begin
        data_dly[DW_TOTAL-1:0] <=  'd0;
    end else begin
        data_dly[DW_TOTAL-1:0] <=  {data_dly[DW_TOTAL-1-DW:0],din[DW-1:0]};
    end
end
assign  dout[DW-1:0] = data_dly[DW_TOTAL-1-:DW];
endmodule
module afifo_top #(
    parameter  integer DW      = 10,
    parameter  integer DEPTH   = 16 ,
    parameter  integer ALFULL  = 12,
    parameter  integer ALEMPTY = 4
)
(
    input                 wclk,
    input                 rclk,
    input                 wrst_n,
    input                 rrst_n,
    input                 srst,
	input                       winc,               
	input      [DW-1:0]         wdata,              
	input                       rinc,               
	output                      rdata_valid,        
	output     [DW-1:0]         rdata,              
	output     [DW-1:0]         rdata_ahead,        
	output                      rempty,             
	output                      arempty,            
	output                      wfull,              
	output                      awfull,             
	output                      werr,               
	output                      rerr                
);
localparam integer AW = $clog2(DEPTH);
wire [AW:0]             r2w_gptr_sync;          
wire [AW-1:0]           ram_raddr;              
wire                    ram_ren;                
wire [AW-1:0]           ram_waddr;              
wire                    ram_wen;                
wire [AW:0]             rgptr;                  
wire                    rsrst;                  
wire [AW:0]             w2r_gptr_sync;          
wire [AW:0]             wgptr;                  
wire                    wsrst;                  
afifo_sync # (
  .DW       (1    ),
  .STAGE    (2    )
)  u_wsrst_sync ( 
                 .dout                  ( wsrst  ),               
                 .clk                   ( wclk   ),               
                 .rst_n                 ( wrst_n ),               
                 .srst                  ( 1'd0   ),               
                 .din                   ( srst   ));              
afifo_sync # (
  .DW       (1    ),
  .STAGE    (2    )
)  u_rsrst_sync ( 
                 .dout                  ( rsrst  ),               
                 .clk                   ( rclk   ),               
                 .rst_n                 ( rrst_n ),               
                 .srst                  ( 1'd0   ),               
                 .din                   ( srst   ));              
afifo_sync # (
  .DW       (AW+1    ),
  .STAGE    (2       )
)  u_w2r_sync ( 
               .dout                    ( w2r_gptr_sync[(AW+1)-1:0]   ),  
               .clk                     ( rclk              ),    
               .rst_n                   ( rrst_n            ),    
               .srst                    ( rsrst             ),    
               .din                     ( wgptr[(AW+1)-1:0]           ));  
afifo_sync # (
  .DW       (AW+1    ),
  .STAGE    (2       )
)    u_r2w_sync ( 
                 .dout                  ( r2w_gptr_sync[(AW+1)-1:0]   ),  
                 .clk                   ( wclk              ),    
                 .rst_n                 ( wrst_n            ),    
                 .srst                  ( wsrst             ),    
                 .din                   ( rgptr[(AW+1)-1:0]           ));  
afifo_wctrl # (
  .AW       (AW    ),
  .ALFULL   (ALFULL)
)    u_afifo_wctrl ( 
                    .ram_wen            (ram_wen),
                    .ram_waddr          (ram_waddr[AW-1:0]),
                    .wgptr              (wgptr[AW:0]),
                    .wfull              (wfull),
                    .awfull             (awfull),
                    .werr               (werr),
                    .wclk               (wclk),
                    .wrst_n             (wrst_n),
                    .wsrst              (wsrst),
                    .winc               (winc),
                    .r2w_gptr           ( r2w_gptr_sync[AW:0] ));  
afifo_rctrl # (
  .AW       (AW     ),
  .ALEMPTY  (ALEMPTY)
)    u_afifo_rctrl ( 
                    .ram_ren            (ram_ren),
                    .ram_raddr          (ram_raddr[AW-1:0]),
                    .rgptr              (rgptr[AW:0]),
                    .arempty            (arempty),
                    .rempty             (rempty),
                    .rerr               (rerr),
                    .rclk               (rclk),
                    .rrst_n             (rrst_n),
                    .rsrst              (rsrst),
                    .rinc               (rinc),
                    .w2r_gptr           ( w2r_gptr_sync[AW:0] ));  
afifo_mem # (
  .DW       (DW     ),
  .DEPTH    (DEPTH  )
)    u_afifo_mem ( 
                  .ram_rdata_valid      (rdata_valid),            
                  .ram_rdata            (rdata[DW-1:0]),          
                  .ram_rdata_ahead      (rdata_ahead[DW-1:0]),    
                  .wclk                 (wclk),
                  .rclk                 (rclk),
                  .wrst_n               (wrst_n),
                  .rrst_n               (rrst_n),
                  .wsrst                (wsrst),
                  .rsrst                (rsrst),
                  .ram_wen              (ram_wen),
                  .ram_ren              (ram_ren),
                  .ram_waddr            (ram_waddr[AW-1:0]),
                  .ram_raddr            (ram_raddr[AW-1:0]),
                  .ram_wdata            (wdata[DW-1:0]));         
endmodule
module afifo_wctrl #(
    parameter  integer AW      = 4,
    parameter  integer ALFULL  = 12
)
(
    input                 wclk,
    input                 wrst_n,
    input                 wsrst,
    input                       winc,
    input         [AW:0]        r2w_gptr,
    output                      ram_wen,
    output        [AW-1:0]      ram_waddr,   
    output logic  [AW:0]        wgptr,   
    output logic                wfull,   
    output logic                awfull,   
    output                      werr
);
reg   [AW:0]       wbptr;     
wire               awfull_tmp;     
wire  [AW:0]       wbptr_next;     
wire               wfull_tmp;     
wire  [AW:0]       wgptr_next;     
reg   [AW:0]       r2w_bptr;    
assign   ram_wen           = (winc & (~wfull));      
assign   wbptr_next[AW:0]  = wbptr[AW:0] + ram_wen;  
assign   wgptr_next[AW:0]  = {1'd0,wbptr_next[AW:1]}^wbptr_next[AW:0];  
assign   ram_waddr[AW-1:0] = wbptr[AW-1:0];
always@( posedge wclk or negedge wrst_n ) begin
	if( !wrst_n) begin
		wbptr[AW:0] <= {(AW+1){1'b0}};
		wgptr[AW:0] <= {(AW+1){1'b0}};
	end else if( wsrst) begin
		wbptr[AW:0] <= {(AW+1){1'b0}};
		wgptr[AW:0] <= {(AW+1){1'b0}};
	end else begin
		wbptr[AW:0] <= wbptr_next[AW:0];
		wgptr[AW:0] <= wgptr_next[AW:0];
	end
end
assign  wfull_tmp  = (wgptr_next[AW:0] == {~r2w_gptr[AW:AW-1],r2w_gptr[AW-2:0]});
assign  awfull_tmp = ((wbptr_next[AW:0] - r2w_bptr[AW:0]) > ALFULL);
always@( posedge wclk or negedge wrst_n ) begin
	if( !wrst_n) begin
		wfull  <= 1'b0;
		awfull <= 1'b0;
	end else if( wsrst) begin
		wfull  <= 1'b0;
		awfull <= 1'b0;
	end else begin
		wfull  <= wfull_tmp;
		awfull <= awfull_tmp;
	end
end
generate for(genvar i=0;i<AW+1;i=i+1)  begin :GRAY2BIN_R2W
    always@(*)  begin
	    r2w_bptr[i] = ^r2w_gptr[AW:i];
	end
end
endgenerate
assign  werr = winc & wfull;   
endmodule
### ./run.sh
#!/bin/bash
# OpenROAD 26Q1-2900-gdf79404cd8, Yosys 0.63+post, stock flow scripts
make -C /OpenROAD-flow-scripts/flow DESIGN_CONFIG=/design/flow/config.mk WORK_HOME=/design/flow/orfs finish
### ./config.mk
export PLATFORM = sky130hd
export DESIGN_NAME = afifo_top
export DESIGN_NICKNAME = afifo_top
export VERILOG_FILES = /design/flow/design.v
export SDC_FILE = /design/flow/constraint.sdc
export NUM_CORES = 4
export LEC_CHECK = 1
export CORE_UTILIZATION = 30
### ./constraint.sdc
current_design afifo_top

set clk_period 7.3
set clk_io_pct 0.2

create_clock -name clk0 -period $clk_period [get_ports {rclk}]
create_clock -name clk1 -period $clk_period [get_ports {wclk}]

set non_clock_inputs [all_inputs -no_clocks]
set_input_delay [expr $clk_period * $clk_io_pct] -clock clk0 $non_clock_inputs
set_output_delay [expr $clk_period * $clk_io_pct] -clock clk0 [all_outputs]
==> flow_summary.toml <==
# implementation run metrics
[status]
run_status = "finished clean"

[routing]
drt.antenna.violating_nets = 0
post-route-drc-count = 0
first_pass_iters = 6
post_detailed_route_wirelength_per_cell_um = 26.3
detail_route.vias_per_cell = 5.88
vias = 9930
route.final.wire_length_mm = 44.5
drt_first_iter_violations = 1127

[critical_path]
criticalPathCategory = "flop to flop"
worst_setup_path_end_kind = "flop"
critical_path.reg2reg.endpoint = "u_afifo_mem.mem[93]"
r2r_cells = 13
cp.required_ns = 7.49
critical_path_arrival_ns = 5.54
timing.critical_path.from_type = "flop"
critical_path.max_fanout = 23
r2r_setup_slack_ns = 1.95
reg_to_reg_startpoint = "u_afifo_wctrl.wbptr[1]"

[final_timing]
timing.final.hold_violations = 0
layout_skew_ns = 0.00947
slew_headroom_pct = 34.9
setup_repair_after_global_routing_missed_its_margin = "no"
setup_ws_ns = 1.95
timing.setup.tns_ns = 0
final_number_of_setup_violating_endpoints = 0
worst-slew-pin-transition_ns = 0.976
slew_viol_final = 0

[synthesis]
top_area_share_pct = 37.7
post_synth_num_cell_types = 81
ys_dominant_reg_cell = "edfxtp_1"
top_area_cell = "edfxtp_1"
synth.ff_latch_count = 217
top_cells_by_area = "edfxtp_1, dfrtp_1, mux4_2, a22o_1, o2bb2ai_1"
yosys_cells = 1098
yosys_warnings = 5
ys_chip_area_mm2 = 0.0127
synth.cell_area_mm2 = 0.0127
post_synth_inst_count = 1098
synth.yosys.seq_area_share_pct = 49.0
edf_count = 160
synth_area_per_cell_um2 = 11.6
synth-async-reset-ratio_pct = 26.3

[die]
design.die.area_mm2 = 0.0433
fp.dieW_um = 208
number_of_ports_placed_on_the_die_boundary = 44
placeableCoreArea_mm2 = 0.0419
initial_utilization_pct = 30.4
die_h_um = 208
num_rows = 75

[global_routing]
grt-ovfl-total = 0
gr-usage-all-layers_pct = 21.9
grt_pass1_wl_mm = 66.9
antenna_found_initial = 1
via_count_of_the_first_global_routing_pass = 10000
maximum_number_of_pins_on_one_net_before_global_route_repair = 66

[clocking]
worst_setup_hold_path_clk_slew_ns = 0.07
postCtsHoldBufs = 0
cts_tree = "done"
cts_repair_resize_count = 0
clock-sinks = 217
setup_fix_buffers_added_after_clock_tree_synthesis = 0

[final_layout]
final_common_cell = "edfxtp_1"
top_layout_cells = "edfxtp_1, nand2_1, a22o_1, nor2_1, o2bb2ai_1"
register_area_mm2 = 0.00624
tally_of_filler_cells_in_the_layout = 4021
area_added_between_synthesis_and_finish_pct = 14.8
combGateArea_mm2 = 0.00612
post_route_cells_drive_above_1_share_pct = 14.7

[placed_design]
dp.final_hpwl_mm = 32.2
globalplace.congestion = 1.00
detailedPlace.worstSlack_ns = 2.02
tally_of_buffers_added_on_design_ports = 42

[min_path]
holdPathStages = 1
min-delay-path-class = "flop to flop"
min-delay-start = "u_afifo_rctrl.rgptr[3]"
hold-path-endpoint = "u_r2w_sync.data_dly[3]"

[power]
ir_worst_vdd_v = 0.000171
power_per_cell_area_mw_per_mm2 = 252
cellLeakagePower_nw = 5.16

[run]
log.warning_count = 26
drv_cap = 0
-- power by group --
part	leakage (nW)	internal, mW	switching, mW
clock network	0.366	0.734	0.493
logic	2.47	0.320	0.636
registers	2.33	1.43	0.0686
total	5.16	2.49	1.20
-- worst max-delay path by stage --
| stage | cells after the start | to | from |
|---|---|---|---|
| final | 13 | u_afifo_mem.mem[93] | u_afifo_wctrl.wbptr[1] |
| after global routing | 13 | u_afifo_mem.mem[93] | u_afifo_wctrl.wbptr[1] |
| after CTS | 13 | u_afifo_mem.mem[93] | u_afifo_wctrl.wbptr[1] |
-- layer usage --
| metal | part of all wire (%) | track usage [%] | wire, um |
|---|---|---|---|
| met5 | 0 | 0 | 0 |
| met4 | 3.5 | 6.28 | 1560 |
| met3 | 15 | 12.7 | 6780 |
| met2 | 41 | 29.5 | 18400 |
| met1 | 40 | 30.9 | 17700 |
-- cells in the mapped netlist (17+ instances only) --
library cell	number
edfxtp_1	160
nand2_1	139
a22o_1	73
nor2_1	72
o2bb2ai_1	69
dfrtp_1	55
mux4_2	50
a21oi_1	49
nor2b_1	33
buf_2	32
nor3_1	29
clkbuf_1	27
nand3_1	23
xnor2_1	22
o21ai_0	20
ha_1	19
xor2_1	17
-- logic make-up (layout without fill, tap and decap cells) --
kind of cell / after synthesis / in the layout / synth area share (%)
compound gates: 306 / 306 / 18.8
xor+xnor: 42 / 42 / 3.17
fa+ha+maj: 21 / 21 / 2.18
buf+inv: 88 / 140 / 3.04
flops: 217 / 217 / 49.0
mux: 64 / 64 / 10.0
other cells: 0 / 1 / 0
simple gates: 360 / 360 / 13.9
-- critical path: stages, from the launching register on --
cell      delay, ns
dfrtp_1        0.65
ha_1           0.32
ha_1           0.24
fa_1           1.03
or2_2          0.33
nor3_1         0.07
ha_1           0.74
nand3b_1       0.13
a22oi_1        0.26
a21oi_2        0.05
buf_4          0.23
nor2_1         0.64
nand3_1        0.19
a22o_1         0.21
-- flip-flops by register name, indices dropped and copies added (netlist names) --
name / cells
u_afifo_rctrl.arempty: 1
u_afifo_mem.ram_rdata: 10
u_afifo_wctrl.wbptr: 4
u_afifo_rctrl.rbptr: 4
u_afifo_wctrl.wfull: 1
u_afifo_rctrl.rempty: 1
u_wsrst_sync.data_dly: 2
u_afifo_rctrl.rgptr: 5
u_r2w_sync.data_dly: 10
u_afifo_wctrl.wgptr: 5
u_w2r_sync.data_dly: 10
u_afifo_mem.mem: 160
u_rsrst_sync.data_dly: 2
u_afifo_wctrl.awfull: 1
u_afifo_mem.ram_rdata_valid: 1
-- through the flow --
| step | total power, mW | area, um^2 | hold WS (ns) | instances | util (%) |
|---|---|---|---|---|---|
| after detailed placement | 2.45 | 13800 | 0.336 | 1650 | 33.0 |
| after floorplan | 2.05 | 12700 | 0.331 | 1098 | - |
| after global placement | 2.45 | 13800 | 0.334 | 1650 | 33.0 |
| after global routing | 3.81 | 14600 | 0.299 | 1689 | 34.8 |
| after CTS | 3.67 | 14600 | 0.293 | 1689 | 34.8 |
| final | 3.69 | 14600 | 0.303 | 1690 | 34.8 |
-- cell type report --
class	count	share of cell area, %
sequential	217	42.7
tap	539	4.62
inverter	18	0.462
timing repair buffer	83	4.98
clock inverter	15	1.52
multi-input combinational	793	41.9
clock buffer	24	3.82
antenna	1	0.0171
Power and IR drop assume default switching activity.
